==> design/flow/design.v <==
module lif_neuron #(
    parameter int WIDTH = 16   
) (
    input  logic clk,          
    input  logic rst,          
    input  logic signed [WIDTH-1:0] I_in,   
    input  logic load_params,   
    input  logic [WIDTH-1:0] new_V_threshold,  
    input  logic [WIDTH-1:0] new_leak_factor,  
    input  logic [WIDTH-1:0] new_refr_period,  
    input  logic signed [WIDTH-1:0] new_V_max,  
    input  logic signed [WIDTH-1:0] new_V_min,  
    output logic spike          
);
    logic signed [WIDTH-1:0] V_threshold;
    logic signed [WIDTH-1:0] leak_factor;
    logic signed [WIDTH-1:0] V_max, V_min;
    logic [$clog2(WIDTH):0] refr_period;  
    logic [$clog2(WIDTH):0] refr_count;   
    logic signed [WIDTH-1:0] V_mem;   
    logic signed [WIDTH:0] V_new;     
    localparam signed [WIDTH-1:0] MAX_LIMIT =  (2**(WIDTH-1)) - 1;
    localparam signed [WIDTH-1:0] MIN_LIMIT = -(2**(WIDTH-1));
    always_ff @(posedge clk or posedge rst) begin
        if (rst) begin
            V_mem <= 0;
            spike <= 0;
            refr_count <= 0;
            V_threshold <= 30000;
            leak_factor <= 100;
            refr_period <= 10;
            V_max <= MAX_LIMIT;
            V_min <= MIN_LIMIT;
        end else if (load_params) begin
            logic signed [WIDTH-1:0] temp_V_max, temp_V_min;
            temp_V_max = (new_V_max > MAX_LIMIT) ? MAX_LIMIT : new_V_max;
            temp_V_min = (new_V_min < MIN_LIMIT) ? MIN_LIMIT : new_V_min;
            if (temp_V_max < temp_V_min) begin
                V_max <= temp_V_min + 1;  
                V_min <= temp_V_min;
            end else begin
                V_max <= temp_V_max;
                V_min <= temp_V_min;
            end
            V_threshold <= new_V_threshold;
            leak_factor <= new_leak_factor;
            refr_period <= new_refr_period;
        end else begin
            if (refr_count > 0) begin
                refr_count <= refr_count - 1;
                spike <= 0;
            end else begin
                V_new = V_mem + I_in - leak_factor;
                if (V_new > V_max) begin
                    V_mem <= V_max;
                end else if (V_new < V_min) begin
                    V_mem <= V_min;
                end else begin
                    V_mem <= V_new[WIDTH-1:0];  
                end
                if (V_mem >= V_threshold) begin
                    spike <= 1;
                    V_mem <= 0;  
                    refr_count <= refr_period - 1;  
                end else begin
                    spike <= 0;
                end
            end
        end
    end
endmodule
==> design/flow/run.sh <==
#!/bin/bash
# OpenROAD 26Q1-2900-gdf79404cd8, Yosys 0.63+post, stock flow scripts
make -C /OpenROAD-flow-scripts/flow DESIGN_CONFIG=/design/flow/config.mk WORK_HOME=/design/flow/orfs finish
==> design/flow/config.mk <==
export PLATFORM = sky130hd
export DESIGN_NAME = lif_neuron
export DESIGN_NICKNAME = lif_neuron
export VERILOG_FILES = /design/flow/design.v
export SDC_FILE = /design/flow/constraint.sdc
export NUM_CORES = 4
export LEC_CHECK = 1
export CORE_UTILIZATION = 30
==> design/flow/constraint.sdc <==
current_design lif_neuron

set clk_period 8.2
set clk_io_pct 0.2

create_clock -name clk0 -period $clk_period [get_ports {clk}]

set non_clock_inputs [all_inputs -no_clocks]
set_input_delay [expr $clk_period * $clk_io_pct] -clock clk0 $non_clock_inputs
set_output_delay [expr $clk_period * $clk_io_pct] -clock clk0 [all_outputs]
==> results.cfg <==
; yosys + openroad results
[sta]
clock.fmax_ghz = 0.156
finalSetupViolCount = 0
hold_viol = 0
relSlewSlack_pct = 50.3
setup_tns_ns = 0
rsz0062_at_grt = false
slew_violations = 0
finalClockSkew_ns = 0.00777
finalCritPeriodShare_pct = 78.0
worstMarginPinSlew_ns = 0.744
fin_crit_ns = 6.40

[finish]
final.fill_count = 2349
design_area_um2 = 8660
drive_gt1_share_pct = 11.2
area_growth_pct = 19.8

[logic_synthesis]
async_reset_ff_share_pct = 100
synthXorXnorAreaFrac_pct = 3.51
synth_cell_type_count = 73
yosys.area_share.adder_pct = 18.8
synth.cellmix.compoundShare_pct = 15.4
yosys-top-cells-count = inv_1 (132), ha_1 (83), nand2_1 (67)
edf_count = 0
yosys_area_um2 = 7230
synthSimpleGateAreaFrac_pct = 10.8
yosysTopAreaCell = dfrtp_1
most_common_cell = inv_1
synth-cells-yosys = 776
synthTopLogicFamily = adder cells
synth_seq_share_pct = 32.0
synthMuxAreaShare_pct = 10.3
yosys_warnings = 1
syn_area_um2 = 7230
synth.avg_cell_area_um2 = 9.32
area_leaders = dfrtp_1 (22%), ha_1 (14%), dfstp_2 (10%), inv_1 (6.9%), mux2i_1 (6.4%)
synthFlopType = dfrtp_1
synth_top_area_share_pct = 21.8
ys_ff = 91
syn_inst = 776

[drt]
wl_per_cell_um = 13.9
drcViolationCount = 0
drt-vias-per-instance = 4.61
num_antenna_cells = 0
num_vias = 5375
first_pass_iters = 5
drtAntennaViolNets = 0
drtIter0Drc = 297
wl_um = 16300

[floorplan]
rows = 56
fp-utilization_pct = 30.7
die_area_um2 = 24700
io_pins = 100
die_h_um = 157
core-area_um2 = 23500
dieWidth_um = 157

[critical_path]
arrival_ns = 6.65
start_kind = input port
end_kind = register
worstSetupPathType = input port to register
critPathMaxFanout = 15
cp.required_ns = 8.46

[clock_network]
post_cts_buffers = 0
clock_latency_ns = 0.35
cts-root-buf = clkbuf_16
cts_max_level = 3
cts-resized-gates = 0
cts.path.max_buffers = 2
path_clk_slew_ns = 0.06
cts_tree = built
cts_made_buffers = 9
clock_sinks = 91
cts_hold_buf = 0

[placement]
gp_congestion = 0.899
dpl_cell_area_um2 = 8370
place_hpwl_um = 12900
port_buffers = 88

[job]
cap_violations = 0
warnings = 36

[grt]
gr-total-overflow = 0
antenna_found_initial = 0
track_usage_pct = 14.4
grt_pass1_wl_um = 27500
grt_pass1_vias = 5365
grt_max_degree = 67

[outcome]
status = complete, no violations

[power]
power.leakage_nw = 4.04
ir_drop_uv = 249
powerDensity_nw_per_um2 = 355

[worst_hold_path]
worstHoldPathType = register to register
==> cells by family after synthesis <==
logic type / count (synthesis)
simple gates: 162
buf+inv: 170
compound gates: 155
fa+ha+maj: 99
flops: 91
mux: 70
xor+xnor: 29
==> worst paths after layout <==
check	startpoint	to	slack, ns	depth (start not counted)
min in group asynchronous	rst	refr_period[4]	1.73	2
max reg2reg	V_mem[1]	V_mem[1]	3.19	19
min	spike	spike	0.48	1
max in group asynchronous	rst	V_min[13]	5.39	3
min reg2reg	spike	spike	0.48	1
max	I_in[1]	V_mem[1]	1.80	20
==> cells in the final DEF (no fill, tap or decap), types with 4 or more instances in the layout <==
master,synthesis,layout
a211oi_1,4,4
a21o_1,11,11
a21oi_1,35,35
a32oi_1,4,4
buf_4,2,5
clkbuf_16,0,9
clkdlybuf4s50_1,0,87
clkinv_2,0,4
dfrtp_1,63,63
dfstp_2,28,28
fa_1,16,16
ha_1,83,83
inv_1,132,131
mux2_2,23,23
mux2i_1,46,46
nand2_1,67,67
nand3_1,23,23
nand4_1,13,13
nor2_1,28,28
nor2b_1,4,4
nor3_1,6,6
o21ai_0,47,47
o21bai_1,6,6
o221ai_1,7,7
o221ai_2,4,4
xnor2_1,22,22
xor2_1,7,7
==> metrics by stage <==
step	utilization, %	hold slack [ns]	cells	total power [mW]	worst slack, ns
after global placement	35.5	0.465	1150	2.62	1.41
after detailed placement	35.5	0.473	1150	2.64	1.39
after floorplan	-	0.430	776	2.21	2.53
after global routing	36.8	0.512	1166	3.39	1.40
final	36.8	0.484	1166	3.07	1.80
after CTS	36.8	0.487	1166	3.09	1.75
==> layout make-up <==
cell class	count	area, µm²	area share (%)
multi-input cells	515	4250	49.0
flip-flops and latches	91	2310	26.7
repair buffers	92	908	10.5
inverters	133	500	5.78
well taps	319	399	4.61
clock buffers	11	243	2.80
clock inverters	5	52.6	0.607
==> state kept, by name, summed over array words and instances, names as in the netlist <==
name and count:
refr_count 5, V_threshold 16, V_max 16, V_min 16, refr_period 5, V_mem 16
spike 1, leak_factor 16
==> routing by layer <==
layer	part of all wire, %	global-route usage [%]	vias up
met1	55	24.8	2444
met2	38	19.7	134
met3	5.5	2.19	13
li1	-	-	2784
met5	0	0	-
met4	1.2	1.39	0
==> critical path, cell delays in order <==
cell,delay [ns]
clkdlybuf4s50_1,0.45
inv_1,0.06
fa_1,0.53
inv_1,0.06
fa_1,0.48
a211oi_1,0.24
o21ai_0,0.19
a22o_1,0.29
a2111oi_0,0.37
nor3_1,0.12
xor2_1,0.20
ha_1,0.32
nand4_1,0.17
or4_1,0.55
o2bb2ai_1,0.17
a211oi_2,0.05
buf_4,0.20
nor2_1,0.12
nand2_2,0.21
o221ai_1,0.24
==> power breakdown <==
group	leakage, nW	switching [mW]	internal, mW
clock	0.145	0.178	0.243
combinational	2.83	1.17	0.874
sequential	1.07	0.0684	0.543
total	4.04	1.41	1.66
No activity file was given, so power comes from the tool's default toggle rates.
