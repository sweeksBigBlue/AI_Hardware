--- config.mk ---
export PLATFORM = sky130hd
export DESIGN_NAME = QTable
export DESIGN_NICKNAME = QTable
export VERILOG_FILES = /design/flow/design.v
export SDC_FILE = /design/flow/constraint.sdc
export NUM_CORES = 4
export LEC_CHECK = 1
export CORE_UTILIZATION = 50
--- constraint.sdc ---
current_design QTable

set clk_period 7.5
set clk_io_pct 0.2

create_clock -name clk0 -period $clk_period [get_ports {clk}]

set non_clock_inputs [all_inputs -no_clocks]
set_input_delay [expr $clk_period * $clk_io_pct] -clock clk0 $non_clock_inputs
set_output_delay [expr $clk_period * $clk_io_pct] -clock clk0 [all_outputs]
--- design.v ---
module QTable #(parameter STATE_BITS = 5,  
                parameter ACTION_BITS = 2,  
                parameter Q_WIDTH = 16)(
    input logic clk,
    input logic rst,
    input logic [STATE_BITS-1:0] read_state,
    input logic [ACTION_BITS-1:0] read_action,
    output logic [Q_WIDTH-1:0] q_read_data,
    input logic we,  
    input logic [STATE_BITS-1:0] write_state,
    input logic [ACTION_BITS-1:0] write_action,
    input logic [Q_WIDTH-1:0] q_write_data
);
    localparam ENTRY_COUNT = 25 * 4;
    logic [Q_WIDTH-1:0] q_table [0:ENTRY_COUNT-1];
    logic [6:0] read_addr, write_addr;
    assign read_addr  = {read_state, read_action};
    assign write_addr = {write_state, write_action};
    assign q_read_data = q_table[read_addr];
    always_ff @(posedge clk) begin
        if (we) begin
            q_table[write_addr] <= q_write_data;
        end
    end
endmodule
--- run.sh ---
#!/bin/bash
# OpenROAD 26Q1-2900-gdf79404cd8, Yosys 0.63+post, stock flow scripts
make -C /OpenROAD-flow-scripts/flow DESIGN_CONFIG=/design/flow/config.mk WORK_HOME=/design/flow/orfs finish
==> run summary <==
Figures from the implementation reports.

- The launching element type of the critical path is a primary input.
- The synthesized netlist handed to floorplanning was reported with a cell count of 2,653.
- The final-layout setup total negative slack reads 0 ps.
- At the pin with the least slew margin, the transition time is 993 ps.
- The DRC marker count from the first detailed-route iteration reads between 1,500 and 2,000.
- The average wire per standard cell reads 31.7 µm.
- The number of vias in the routed layout is roughly 28,000.
- The yosys cell count reads roughly 2,700.
- In this run the layout overhead on the synthesized area is reported as 13.5%.
- The number of primary I/O pins reads 49.
- The fraction of layout cells with a size suffix above 1 is between 20% and 30%.
- Counting the warning lines in the Yosys log gives 1.
- Once detail routing completed, the nets flagged for antenna violations numbered 0.
- According to the floorplan log, the row count is 128.
- Based on the critical path, the design can be clocked at up to 151 MHz.
- The routed design has 148,000 µm of wire.
- The run finished with clean final reports.
- The type of the worst setup path reads primary input to output port.
- The total length of routed met2 wires is slightly above 70,000 µm.
- The most common flop cell mapped by yosys is sky130_fd_sc_hd__edfxtp_1.
- The count of instances resized after the clock tree is built reads 0.
- The library cells used most frequently in the layout, excluding fill and tap cells, are sky130_fd_sc_hd__edfxtp_1, sky130_fd_sc_hd__mux4_2, sky130_fd_sc_hd__buf_4.
- The register area share after synthesis reads 78.1%.
- The largest registers in the layout are q_table (1600).
- The global-route wire length before repair reads 214,000 µm.
- The clock slew at the register clock pins of the worst setup and hold paths reads 60 ps.
- Max-cap violations in this run came to 0.
- TritonCTS built the clock tree.
- The OpenROAD warning count is 27.
- The number of antenna violations at the first check in global routing reads 11.
- The count of port buffers added during placement is roughly 47.
- The width of the die reads between 300 and 400 µm.
- The half-perimeter wire length after detailed placement is 88,300 µm.
- The number of enable flip-flop cells is 1,600.
- In the detailed route, the total length drawn on met3 is between 20,000 and 30,000 µm.
- The aggregate global routing overflow is 0.
- Setup repair after global routing left no endpoint under its margin.
- The total of fill cells in the finished design reads 8,448.
- The total setup violations reported at the end of the flow reads 0.
- The number of global-route vias before repair came to 31,700.
- The pin count of the biggest net entering global routing reads roughly 72.
- The number of setup buffers added after CTS is 0.
- The power per cell area is 265 mW/mm².
- The post-synthesis instance area reads 0.0615 mm².
- The post-synthesis average cell area is 23.2 µm².
- The ratio of routed vias to standard cells is ~6.1.
- The number of hold buffers added after CTS reads 0.
- Per the final timing report, the hold violations number 0.
- The met1 wire length reads 44,700 µm.
- The maximum vdd ir drop reads 248 µV.
- The number of buffers between clock root and the deepest sink is 3.
- The total CTS buffers is 162.
- Per the gpl log, the routability congestion estimate is 0.900.
- Before placement the cells fill 50.5% of the core.
- In this run the worst path has a maximum fanout of between 50 and 60.
- The leakage component of the power is about 22 nW.
- The global-route usage over all layers is approximately 28%.
- The worst hold slack across all endpoints is ~1200 ps.
- According to the timing report, the data required time at the worst endpoint equals 6000 ps.
- The area of the synthesized netlist per yosys stat is 0.0615 mm².
- The number of register bits inferred by synthesis is approximately 1,600.
- STA puts the critical path data arrival time at 5100 ps.
- The most critical min-delay path falls under primary input to flop.
- The number of detailed-route iterations in the first pass reads 5.
- The highest layer touched by signal routing is met5.
- The H-tree was split into 4 levels.
- Counting pins that exceed their max-slew limit in the final report gives 0.
- The proportion of synthesized flip-flops having asynchronous set or reset is 0%.
- The tree is rooted in a sky130_fd_sc_hd__clkbuf_16.
- The DRC violation total left in the routed layout is recorded as 0.
- STA classifies the critical path endpoint as an output port.
- Clock tree synthesis found a total of around 1,600 sinks.
- The final critical-path required period reads 6600 ps.
- The register with the most flip-flops in the final layout is q_table.
- Among logic cells in the layout, the one with the most instances is sky130_fd_sc_hd__edfxtp_1.
- The register with the most flip-flops in the layout has between 1,500 and 2,000 of them.
- The vertical die size is 353 µm.
- The final total power is between 15 and 20 mW.
- Per the OpenROAD floorplan log, the area of the core is 0.122 mm².
- The chip area is between 0.1 and 0.15 mm².
- Synthesis instantiated 41 different standard cells from the library.
- The final critical-path share of the clock period is 88.1%.
- Per the slew report, the remaining headroom to the max-slew limit stands at between 30% and 40%.
metal layers:
layer | up-vias | track usage [%]
met4 | 18 | 6.42
met5 | - | 1.92
met1 | 14300 | 35.1
met2 | 1917 | 39.1
met3 | 257 | 22.3
li1 | 11900 | -
area by class of cell:
class                      instances  area (µm²)  area share (%)
clock inverter                    92         779            1.12
sequential                      1600       48000            68.8
inverter                           4        17.5          0.0251
antenna                            4        10.0          0.0143
timing repair buffer             231        1950            2.79
multi-input combinational        905       12600            18.1
tap                             1625        2030            2.91
clock buffer                     203        4310            6.18
Yosys cell counts, drive strengths merged, types with 3 or more instances:
cell,n,area share [%]
nor2b,32,0.33
a31o,10,0.14
nor4,5,0.051
nand3,13,0.11
nand2,61,0.37
o221ai,3,0.043
o211ai,3,0.037
clkbuf,49,0.30
mux4,440,16
a211oi,38,0.46
inv,3,0.018
o21ai,14,0.11
edfxtp,1600,78
a21oi,27,0.22
nor3,12,0.098
a22oi,24,0.29
o22ai,20,0.20
buf,95,1.1
mux2i,35,0.57
a2111oi,3,0.043
and2,12,0.12
a31oi,12,0.12
nor2,110,0.67
a21boi,6,0.073
nand4,3,0.031
nand2b,5,0.051
a221oi,6,0.085
per-stage QoR:
step / instance area (µm²) / instances / setup slack (ps) / util, %
6_report: 69800 / 4664 / 896 / 57.3
4_1_cts: 69800 / 4660 / 911 / 57.3
5_1_grt: 69800 / 4662 / 776 / 57.3
3_5_place_dp: 64700 / 4365 / 906 / 53.1
3_3_place_gp: 64700 / 4365 / 963 / 53.1
2_1_floorplan: 61500 / 2653 / 2780 / -
path summary, 6_finish.rpt:
| path | start | endpoint | cells past startpoint | slack [ps] |
|---|---|---|---|---|
| hold / removal | q_write_data[4] | q_table[6][4]$_DFFE_PP_ | 1 | 1150 |
| setup / recovery | read_action[0] | q_read_data[10] | 9 | 900 |
cells by family after synthesis:
family                 Yosys count  synth area share [%]
flip-flops                    1600                  78.1
multiplexers                   477                  16.7
AND/OR/NAND/NOR                257                  1.87
AND-OR/OR-AND                  171                  1.91
buffers and inverters          148                  1.40
power by group:
part | switching, mW | total [mW] | internal (mW)
Sequential | 0.00732 | 9.88 | 9.87
Clock | 3.24 | 7.69 | 4.45
Combinational | 0.574 | 0.922 | 0.348
critical path: stages:
cell                              delay, ps
sky130_fd_sc_hd__buf_8                  270
sky130_fd_sc_hd__buf_12                 430
sky130_fd_sc_hd__buf_4                  460
sky130_fd_sc_hd__mux4_2                 310
sky130_fd_sc_hd__o22ai_1                130
sky130_fd_sc_hd__nor4_1                 510
sky130_fd_sc_hd__a21oi_1                220
sky130_fd_sc_hd__a22oi_1                610
sky130_fd_sc_hd__clkdlybuf4s50_1        580
Power figures rest on the tool's default switching activity, not on a simulated workload.
